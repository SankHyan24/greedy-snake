### /design/flow/config.mk
export PLATFORM = sky130hd
export DESIGN_NAME = vga_top_
export DESIGN_NICKNAME = vga_top_
export VERILOG_FILES = /design/flow/design.v
export SDC_FILE = /design/flow/constraint.sdc
export NUM_CORES = 4
export LEC_CHECK = 1
export CORE_AREA = 10 10 84 84
export DIE_AREA = 0 0 94 94
### /design/flow/constraint.sdc
current_design vga_top_

set clk_period 1.0
set clk_io_pct 0.2

create_clock -name clk0 -period $clk_period [get_ports {clk_100mhz}]

set non_clock_inputs [all_inputs -no_clocks]
set_input_delay [expr $clk_period * $clk_io_pct] -clock clk0 $non_clock_inputs
set_output_delay [expr $clk_period * $clk_io_pct] -clock clk0 [all_outputs]
### /design/flow/design.v
`timescale 1ns / 1ps
module clkdiv(input wire clk,
	input wire rst,
	output reg[31:0] clkdiv
    );
	initial clkdiv = 0;
	always @(posedge clk or posedge rst) begin
		if (rst) clkdiv <= 0;
		else clkdiv <=	clkdiv + 1'b1;
	end
endmodule
`timescale 1ns / 1ps
module new_ram(
    input wire clk,
	 input wire rst,
    input wire wirte_en,
    input wire[7:0]address,
    input wire[3:0]data_in,
    output reg[3:0]data_out
    );
	reg[3:0] mem [255:0];
	integer i;
	initial begin
		for(i=0;i<255;i=i+1) begin
		   if(i==152) mem[i]<=0;
		   else if(i==136)mem[i]<=6;
		   else mem[i]<=14;
		end
	end
	always @(posedge clk)begin
	    if(rst) begin
		    for(i=0;i<255;i=i+1) begin
		    	if(i==152) mem[i]<=0;
		    	else if(i==136)mem[i]<=6;
		    	else mem[i]<=14;
		    end
	    end
	    else if(wirte_en)
	        mem [address] <= data_in;
	    else 
	        data_out <= mem [address];
	end
endmodule
`timescale 1ns / 1ps
module VGA(
    input clk_100mhz,
    input RSTN,
	input [3:0]GetType,
    output HSYNC,
    output VSYNC,
    output wire [3:0] Red,
    output wire [3:0] Green,
    output wire [3:0] Blue,
	 output wire [7:0] Addr
    );
    wire [31:0] clkdiv;
    clkdiv u1(
    .rst(0&!RSTN),
    .clk(clk_100mhz),
    .clkdiv(clkdiv)
    );
    wire  [11:0]	pixel_data;   
    wire  [8:0] 	pixel_xpos;
    wire   [9:0]	pixel_ypos;
	wire [3:0]data_out_texture;
	Texture m2(
	    .clk(clkdiv[1]),
	    .type(GetType),
	    .x_pos(pixel_xpos[4:0]), 
	    .y_pos(pixel_ypos[4:0]), 
	    .pixel_data(pixel_data)
	);
	assign Addr={pixel_xpos[8:5],pixel_ypos[8:5]}; 
    VGA_drive u3(
    .clk(clkdiv[1]),
    .rst(!RSTN),
    .Din(pixel_data),
    .row(pixel_xpos),
    .col(pixel_ypos),
    .rdn(),
    .R(Red ),
    .G(Green),
    .B(Blue ),
    .HS(HSYNC),
    .VS(VSYNC)
    );
endmodule
`timescale 1ns / 1ps
module VGA_drive(input clk,
			 input rst,
			 input [11:0]Din,
			 output reg [8:0]row,
		     output reg [9:0]col,
			 output reg rdn,
			 output reg [3:0]R,G,B,
			 output reg HS,VS
	 );
	reg [9:0] h_count;  
	always @ (posedge clk) begin
		if (rst) h_count<= 10'h0;
		else if (h_count == 10'd799)h_count <= 10'h0;
		else h_count <= h_count + 10'h1;
	end
	reg [9:0] v_count;  
	always @ (posedge clk or posedge rst) begin
		if (rst) v_count <= 10'h0;
		else if (h_count == 10'd799) begin
			if (v_count == 10'd524)v_count <= 10'h0;
			else v_count <= v_count + 10'h1;
		end
	end
    wire [9:0] row_addr;
    wire [9:0] col_addr;
    wire h_sync;
    wire v_sync;
    wire read;
	assign row_addr = v_count - 10'd35;   
	assign col_addr = h_count - 10'd143;  
	assign h_sync = (h_count > 10'd95);         
	assign v_sync = (v_count > 10'd1);          
	assign read = (h_count > 10'd142) &&        
					(h_count < 10'd783) &&    
					(v_count > 10'd34) &&     
					(v_count < 10'd515);      
	always @ (posedge clk) begin
		row <= row_addr[8:0];        
		col <= col_addr[9:0];             
		rdn <= ~read;                
		HS <= h_sync;                
		VS <= v_sync;                
		R <= rdn ? 4'h0 : Din[3:0];  
		G <= rdn ? 4'h0 : Din[7:4];  
		B <= rdn ? 4'h0 : Din[11:8];  
	end
endmodule
`timescale 1ns / 1ps
module mapping(
 vgaclk,
	data_out_texture,
	map_x,
	map_y,
	texture
    );
	 input [3:0]data_out_texture;
	input vgaclk;
	input [3:0]map_x;
	input [3:0]map_y;
	output reg [3:0]texture; 
	initial begin
		texture = 4'b0000;
	end
	reg [6:0]counter;
	always @(posedge vgaclk)begin
		texture<=map_x; 
	end
endmodule
module Texture(
	clk,
	type,
	x_pos, 
	y_pos, 
	pixel_data
	);
	input clk;
	input [4:0] type;
	input [4:0] x_pos;
	input [4:0] y_pos;
	output reg [11:0] pixel_data;
	localparam WHITE = 12'b1111_1111_1111;
    localparam BLACK = 12'b0000_0000_0000;
    localparam BLUE  = 12'b1111_0000_0000;
    localparam GREEN = 12'b0000_1111_0000;
    localparam RED   = 12'b0000_0000_1111;
	localparam PURPLE= 12'b1111_0000_1111;
	localparam YELLOW= 12'b0000_1111_1111;
	initial begin
		pixel_data=BLACK;
	end
	always @(posedge clk)begin
		case(type)
		4'b0000: 
			pixel_data= GREEN;
		4'b0001: 
		if(x_pos>8&&x_pos<24&&y_pos>8&&y_pos<24)
			pixel_data= YELLOW;
		else
			pixel_data= GREEN;
		4'b0010: 
		if(x_pos>8&&x_pos<24)
			pixel_data= BLUE;
		else
			pixel_data= GREEN;
		4'b0011: 
		if(y_pos>8&&y_pos<24)
			pixel_data= BLUE;
		else
			pixel_data= GREEN;
		4'b0100: 
		if((x_pos<8&&y_pos<8)||(x_pos>24||y_pos>24))
			pixel_data= GREEN;
		else
			pixel_data= BLUE;
		4'b0101: 
		if((x_pos<8&&y_pos>24)||(x_pos>24||y_pos<8))
			pixel_data= GREEN;
		else
			pixel_data= BLUE;
		4'b0110: 
		if((x_pos>24&&y_pos<8)||(x_pos<8||y_pos>24))
			pixel_data= GREEN;
		else
			pixel_data= BLUE;
		4'b0111: 
		if((x_pos>24&&y_pos>24)||(x_pos<8||y_pos<8))
			pixel_data= GREEN;
		else
			pixel_data= BLUE;
		4'b1000: 
		if((x_pos>8)&&(x_pos<24)&&y_pos<=16)
			pixel_data= BLUE;
		else if((2*x_pos>y_pos)&&(2*x_pos+y_pos<64)&&y_pos>16)
			pixel_data= BLUE;
		else
			pixel_data= GREEN;
		4'b1001: 
			if((x_pos>8)&&(x_pos<24)&&y_pos>=16)
			pixel_data= BLUE;
		else if((2*x_pos+y_pos>32)&&(2*x_pos-y_pos<32)&&y_pos<16)
			pixel_data= BLUE;
		else
			pixel_data= GREEN;
		4'b1010: 
		if((y_pos>8)&&(y_pos<24)&&x_pos<=16)
			pixel_data= BLUE;
		else if((2*y_pos>x_pos)&&(2*y_pos+x_pos<64)&&x_pos>16)
			pixel_data= BLUE;
		else
			pixel_data= GREEN;
		4'b1011: 
		if((y_pos>8)&&(y_pos<24)&&x_pos>=16)
			pixel_data= BLUE;
		else if((2*y_pos+x_pos>32)&&(2*y_pos-x_pos<32)&&x_pos<16)
			pixel_data= BLUE;
		else
			pixel_data= GREEN;
		4'b1100: 
		if((x_pos>8)&&(x_pos<24)&&y_pos>=8)
			pixel_data= PURPLE;
		else
			pixel_data= GREEN;
		4'b1101: 
		if((x_pos>8)&&(x_pos<24)&&y_pos<24)
			pixel_data= PURPLE;
		else
			pixel_data= GREEN;
		4'b1110: 
		if((y_pos>8)&&(y_pos<24)&&x_pos>=8)
			pixel_data= PURPLE;
		else
			pixel_data= GREEN;
		4'b1111: 
		if((y_pos>8)&&(y_pos<24)&&x_pos<=24)
			pixel_data= PURPLE;
		else
			pixel_data= GREEN;
		endcase
	end
endmodule	
`timescale 1ns / 1ps
module vga_top_( 
    input clk_100mhz,
    input RSTN,
    output HSYNC,
    output VSYNC,
    output wire [3:0] Red,
    output wire [3:0] Green,
    output wire [3:0] Blue
    );
	 wire [3:0]data_ram;
	 wire [11:0]vga_Addr;
	 VGA m1(.clk_100mhz(clk_100mhz), 
			  .RSTN(RSTN),
			  .HSYNC(HSYNC),
			  .VSYNC(VSYNC),
			  .Red(Red),
			  .Green(Green),
			  .Blue(Blue),
			  .GetType(data_ram), 
			  .Addr(vga_Addr)  
				);
	 new_ram m2(.clk(clk_100mhz),
					.rst(1),
					.wirte_en(0),
					.address(vga_Addr),
					.data_in(4'b0000),
					.data_out(data_ram)
					);
endmodule
### /design/flow/run.sh
#!/bin/bash
# OpenROAD 26Q1-2900-gdf79404cd8, Yosys 0.63+post, stock flow scripts
make -C /OpenROAD-flow-scripts/flow DESIGN_CONFIG=/design/flow/config.mk WORK_HOME=/design/flow/orfs finish
==> impl_metrics.yaml <==
# flow metrics
clocking:
  ctsResizeCount: 0
  clock_latency_ns: 0.21
  h-tree-depth: 1
  clk_pin_slew_worst_paths_ns: 0.03
  clk_path_buf_depth: 2
  cts_inserted_buffers: 3
  cts_tree: "yes"
  post_cts_buffers: 0
  holdBufCountCts: 0
  root_buffer: "clkbuf_8"
worst_setup_path:
  worstPathCellList: "xor2_1"
  cpLargestDelayFamily: "flip-flops"
  rrSetupSlack_ns: 0.43
  cpMaxStageDelayCell: "dfxtp_1"
  crit_start: "m1.u1.clkdiv[0]"
  r2r.worst_path.cells: 1
  cp.arrival_ns: 0.66
  path_class: "reg2reg"
  cp.required_ns: 1.09
  crit_path_end_kind: "flop"
  r2r-start: "m1.u1.clkdiv[0]"
  max_stage_delay_ns: 0.30
  crit_buf_inv: 0
  critPathMaxFanout: 2
  r2r_end: "m1.u1.clkdiv[1]"
  startpoint_type: "flop"
finish:
  fin_area_sq_um: 1310
  final_cell_mix: "14 x dfxtp_1, 12 x conb_1, 10 x nor2_1, 10 x dfrtp_1"
  area_delta_synth_final_pct: 9.42
  drive_gt1_share_pct: 10.2
  final_cells: 197
  lay_top_count: "dfxtp_1"
  final_util_pct: 25.1
worst_hold_path:
  holdCritPathClass: "reg2reg"
  min_from: "m1.u1.clkdiv[0]"
  holdPathEnd: "m1.u1.clkdiv[0]"
  hold_depth: 1
die:
  fp_util_pct: 23.0
  chipArea_sq_um: 8840
  io_pins: 16
  die_h_um: 94
  fp.dieW_um: 94
  core_sq_um: 5200
  row_count: 26
placement:
  hpwl_um: 1390
  place.gp.congestion: 0.781
  place_inst: 194
  placed_cell_area_sq_um: 1270
  io_buffers: 3
global_route:
  grt_max_degree: 23
  grt.total_usage_pct: 4.51
  grt_pass1_wl_um: 3510
  first_global_vias: 799
  antenna_found_initial: 0
  grt.overflow.total: 0
run:
  drv_cap: 0
  warnings: 28
power:
  max-vdd-ir-drop_uv: 670
  power.total_w: 0.000412
  power.density_nw_per_um2: 315
  p_leak_nw: 0.553
routing:
  via_count: 794
  drt_iter0_markers: 68
  routed_wl_um: 1830
  postRouteAntennaNets: 0
  avgViaCountPerCell: 4.03
  diodes: 0
  drcViolationCount: 0
  wl_per_cell_um: 9.30
  firstDrtPassIters: 4
logic_synthesis:
  ys_warn_count: 10
  ys_types: 36
  synthesis.area_sq_um: 1190
  ys_ff: 24
  netlist_instances: 122
  syn_avg_cell_area_sq_um: 9.79
  yosys_cells: 122
  ys_chip_area_sq_um: 1190
  ys_seq_share_pct: 44.4
final_timing:
  finalClockPeriodUsage_pct: 57.2
  slew_headroom_pct: 60.7
  fin_tns_setup_ns: 0
  unclocked_pins: 22
  setup_viol: 0
  tightest_slew_ns: 0.587
  untimed_endpoints: 24
  fmax_mhz: 1750
  rsz0062_at_grt: "false"
  fin_worst_skew_ns: 0.00159
  slew_violations: 0
  period_needed_ns: 0.572
  finalHoldViolCount: 0
status:
  outcome: "completed"
==> cell usage after synthesis <==
library cell	instances	area, sq um
dfxtp_1	14	280
buf_4	12	90.1
dfrtp_1	10	250
nor2_1	10	37.5
nand2_1	8	30.0
nor3_1	8	40.0
xor2_1	6	52.6
ha_1	5	62.6
nand3_1	5	25.0
nand4_1	5	31.3
xnor2_1	5	43.8
inv_1	4	15.0
a21oi_1	3	15.0
and2_1	3	18.8
and3_1	2	12.5
mux2_2	2	22.5
a21o_2	1	8.76
a22o_1	1	8.76
a2bb2oi_1	1	8.76
a31oi_1	1	6.26
and3b_1	1	8.76
and4_1	1	8.76
and4bb_2	1	12.5
buf_2	1	5.00
conb_1	1	3.75
nand3b_2	1	11.3
nand4b_1	1	8.76
nor2_2	1	6.26
nor3_4	1	16.3
o211ai_1	1	7.51
o21a_1	1	7.51
o21ai_0	1	5.00
o31ai_1	1	7.51
o41ai_1	1	8.76
or2_2	1	6.26
or4_4	1	11.3
==> where the power goes <==
group	switching, W	internal, W	leakage [nW]	total (W)
logic	0.0000166	0.00000459	0.279	0.0000212
clock network	0.0000565	0.000254	0.0216	0.000310
registers	0	0.0000804	0.253	0.0000804
total	0.0000732	0.000339	0.553	0.000412
==> registers in the layout (all words and copies together), names as in the netlist <==
signal,cells
m1.u1.clkdiv,2
m1.u3.HS,1
m1.u3.VS,1
m1.u3.h_count,10
m1.u3.v_count,10
==> through the flow <==
| stage | hold WS (ns) | setup slack, ns |
|---|---|---|
| global placement | 0.374 | 0.436 |
| floorplan | 0.364 | 0.194 |
| finish | 0.379 | 0.428 |
| CTS | 0.383 | 0.425 |
| global route | 0.401 | 0.412 |
| detailed placement | 0.375 | 0.435 |
==> worst max-delay path by stage <==
stage | cells past startpoint | end | slack, ns
4_1_cts | 1 | m1.u1.clkdiv[1] | 0.42
5_1_grt | 1 | m1.u1.clkdiv[1] | 0.41
6_report | 1 | m1.u1.clkdiv[1] | 0.43
==> metal layers <==
metal,track usage (%),routed length (um)
met5,0,0
met3,0.323,15
met4,0.253,0
met2,7.66,868
met1,6.41,948
==> logic make-up after synthesis <==
group                      Yosys count  synth area share (%)
adders and majority gates            5                  5.24
xor gates and xnor gates            11                  8.06
muxes                                2                  1.88
and+or+nand+nor                     50                  23.9
DFF                                 24                  44.4
buffers and inverters               17                  9.21
AOI/OAI and AO/OA                   12                  7.02
other                                1                 0.314
==> cell type report <==
cell class                      count  area, sq um
Sequential cell                    24          531
Multi-Input combinational cell     92          596
Inverter                            4         15.0
Clock buffer                        3         41.3
Timing Repair Buffer                4         37.5
Tap cell                           70         87.6
Fill cell                         581         3900
Power and IR drop assume default switching activity.
