$ cat ./config.mk
export PLATFORM = sky130hd
export DESIGN_NAME = StateMachine
export DESIGN_NICKNAME = StateMachine
export VERILOG_FILES = /design/flow/design.v
export SDC_FILE = /design/flow/constraint.sdc
export NUM_CORES = 4
export LEC_CHECK = 1
export CORE_AREA = 10 10 70 70
export DIE_AREA = 0 0 80 80
$ cat ./constraint.sdc
current_design StateMachine

set clk_period 1.2
set clk_io_pct 0.2

create_clock -name clk0 -period $clk_period [get_ports {clk}]

set non_clock_inputs [all_inputs -no_clocks]
set_input_delay [expr $clk_period * $clk_io_pct] -clock clk0 $non_clock_inputs
set_output_delay [expr $clk_period * $clk_io_pct] -clock clk0 [all_outputs]
$ cat ./design.v
`timescale 1ns / 1ps
module StateMachine(
	input wire clk,
	input wire FEEDBACK,
	input wire [7:0] SCORE,
	input wire OVER,
	input wire DEAD,
	input wire [1:0] DIR,
	input wire GEN_DONE,
	output wire RST,
	output wire CLEAR,
	output wire FLASH,
	output wire generate_food,
	output wire DEAD_OUT,
	output wire EN,
	output wire [1:0] DIR_OUT,
	output wire [7:0] SCORE_OUT
	,
	output wire [2:0] state_out
   );
	parameter INIT = 3'b000, START = 3'b001, GENFOOD = 3'b010, RENDER = 3'b011,
				 MOVE = 3'b100, END = 3'b101;
	reg [2:0] state = INIT;
	reg [2:0] next_state = INIT;
	assign state_out = state;
	reg generate_food_reg = 1'b1;
	wire generate_food_out;
	assign generate_food_out = generate_food_reg;
	always@(posedge clk) begin
		state <= next_state;
	end
	always@(FEEDBACK or OVER or state) begin
		case (state)
			INIT: 	next_state = (FEEDBACK == 1) ? START : INIT;
			START:	next_state = GENFOOD;
			GENFOOD:	next_state = (GEN_DONE == 1) ? RENDER : GENFOOD;
			RENDER:	
			begin
				next_state = (OVER == 1) ? MOVE : RENDER;
				generate_food_reg = 1'b0;
			end
			MOVE:		next_state = (DEAD == 1) ? GENFOOD : END;
		endcase
	end
	always@(SCORE) begin
		generate_food_reg = 1'b1;
	end
	assign CLEAR = (state == INIT) ? 1 : 0;
	assign RST = (state == START) ? 1 : 0;
	assign generate_food = (state == GENFOOD) ? generate_food_out : 0;
	assign FLASH = (state == RENDER) ? 1 : 0;
	assign EN = (state == MOVE) ? 1 : 0;
	assign DEAD_OUT = (state == END) ? 1 : 0;
	assign SCORE_OUT = SCORE;
	assign DIR_OUT = DIR;
endmodule
$ cat ./run.sh
#!/bin/bash
# OpenROAD 26Q1-2900-gdf79404cd8, Yosys 0.63+post, stock flow scripts
make -C /OpenROAD-flow-scripts/flow DESIGN_CONFIG=/design/flow/config.mk WORK_HOME=/design/flow/orfs finish
==> job_summary.md <==
## PnR job results

| Metric | Value |
|---|---|
| CTS H-Tree Depth | `1` |
| Leakage | `0.000291 uW` |
| Mapped cell area | `367 um2` |
| Final instance area | `642 um2` |
| Power per cell area | `465 nW/um2` |
| Cell Area, Placed | `526 um2` |
| Num ports | `34` |
| Critical Path Sink Type | `primary output` |
| Util after Layout | `18.8%` |
| Tool Warnings | `27` |
| Pre-CTS WS | `-0.204 ns` |
| Syn Area/Cell | `8.94 um2` |
| Max IR drop VDD | `143 uV` |
| First-pass GRT wire length | `1600 um` |
| Final Setup Violations | `6` |
| WL/cell | `9.30 um` |
| Highest Clock Rate | `0.777 GHz` |
| Post-Route WL | `1010 um` |
| Chip area | `6400 um2` |
| Area Overhead vs Synth | `75.1%` |
| Number of cells in Yosys stat | `41` |
| Final WS setup | `-0.0873 ns` |
| Critical path arrival | `1.05 ns` |
| Critical Setup Path Class | `flip-flop to primary output` |
| Cell Count, Final, Fillers Out | `109` |
| DPL Wire Length | `762 um` |
| Clock root buffer | `clkbuf_4` |
| PortBufs | `13` |
| Tot Pwr | `299 uW` |
| Via count | `327` |
| Post-Syn Instances | `41` |
| Worst-Margin Slew | `0.187 ns` |
| Pint | `238 uW` |
| Register pins left without a clock | `3` |
| TritonCTS buffer count | `3` |
| Critical path peak fanout | `3` |
| Clock power frac | `59.3%` |
| CTS tree | `yes` |
| Worst slew margin | `87.5%` |
| Yosys warnings | `1` |
| Hold_buf cts | `0` |
| Placed cells | `96` |
| Comb power frac | `8.3%` |
| GPL Wtd Cong | `0.665` |
| DRC errors left | `0` |
| Met3 usage | `2.05%` |
| Via-per-instance ratio | `3.00` |
| Antenna Cells | `0` |
| Worst hold stages | `0` |
| FILL cells | `385` |
| Met2 global-route usage | `4.74%` |
| Layout cells sized above 1 | `66.7%` |
| Sw Ratio | `20.3%` |
| Worst min path class | `input port to primary output` |
| Sequential Power Share | `32.4%` |
| Busiest grt layer | `met2` |
| Final Cycle Share | `107%` |
| Core area | `3420 um2` |
| Overall Global Routing Usage | `3.04%` |
| Failing checks | `negative setup slack` |
| Largest net degree at the start of global routing | `6` |
| Drt initial violations | `5` |
| Final hold violation count | `0` |
| Die Span Y | `80 um` |
| Final global-route overflow total | `0` |
| RSZ-0062 raised after global routing | `yes` |
| Endpoints left unconstrained | `6` |
| Routed Antenna Nets | `0` |
| Hold path start | `DIR[0]` |
| Setup crit start kind | `flip-flop` |
| Fp_density | `10.7%` |
| Initial antenna violation count | `0` |
| Vias in the first global route | `360` |
| Yosys stat chip area | `367 um2` |
| Sw Pwr | `60.5 uW` |
| Final min period | `1.29 ns` |
| Max-Cap Viols | `0` |
| Die X | `80 um` |
| Reg area | `114 um2` |
| Row cnt | `21` |
| Met1 track demand over resource | `2.94%` |
| #FFs+latches synth | `6` |
| Status | `complete, but fails checks` |
| Pre-Repair DR Iteration Count | `4` |
| CTS clk-pin slew, worst paths | `0.04 ns` |
| Max-slew violation count | `0` |
| Logic area | `165 um2` |
| Unique cell types | `22` |
| Clock Path Buffers | `2` |
| WP data required | `0.96 ns` |
| Hold Path Sink | `DIR_OUT[0]` |
==> synth_stat cells <==
cell       count  share of area, %
dfxtp_1        3                16
o211ai_2       1               3.4
nor2b_1        3               5.1
nor2_4         1               3.1
nand2_2        1               1.7
nor3_1         2               2.7
and2b_1        1               2.0
nand2_1        1               1.0
o21ai_1        1               1.4
nor2_1         2               2.0
nand2b_4       1               3.8
buf_6          3               9.2
dlxtn_1        3                12
inv_2          1               1.0
o211ai_1       1               2.0
inv_1          1               1.0
o22ai_1        1               1.7
nor3b_1        1               2.0
mux2i_1        1               2.7
a21oi_2        1               2.4
o2bb2ai_1      1               2.4
buf_4         10                20
==> cell families (layout without fill, tap and decap cells) <==
logic type,after synthesis,after routing,share of synthesized area (%)
buffers and inverters,15,37,31.7
AND/OR/NAND/NOR,13,13,23.6
AND-OR/OR-AND,6,6,13.3
flip-flops,3,3,16.4
latches,3,3,12.3
multiplexers,1,1,2.73
==> placed cells by master (no fill, tap or decap), types with 2 or more instances in the layout <==
master | synthesis | layout
buf_4 | 10 | 10
dfxtp_4 | 0 | 2
nor2_2 | 0 | 2
inv_2 | 1 | 2
clkdlybuf4s50_1 | 0 | 4
dlygate4sd2_1 | 0 | 2
nor2b_1 | 3 | 3
nor3_2 | 0 | 2
clkbuf_4 | 0 | 3
dlxtn_1 | 3 | 3
buf_6 | 3 | 7
buf_2 | 0 | 6
==> power groups by stage <==
stage         logic, uW  registers, uW  clock network [uW]
CTS                25.0           96.6                 189
global route       26.8           96.5                 207
finish             24.8           96.7                 177
==> timing repair <==
| item | in CTS | in global routing |
|---|---|---|
| pin swaps | 5 | 7 |
| resized | 35 | 7 |
| setup endpoints to repair | 9 | 7 |
| buffers inserted | 7 | 3 |
==> critical path: stages (launching register included) <==
cell and delay (ns):
dfxtp_4 0.34, buf_6 0.11, buf_6 0.11, nor3b_2 0.14, buf_2 0.11
==> sequential cells by signal, summed over array words and instances, names as in the netlist <==
signal / cells
state: 3
next_state: 3
==> final cells by class <==
| class | count | share of cell area (%) |
|---|---|---|
| timing repair buffer | 31 | 42.3 |
| inverter | 2 | 1.17 |
| multi-input combinational | 20 | 25.7 |
| clock buffer | 4 | 4.09 |
| sequential | 6 | 17.7 |
| tap | 46 | 8.97 |
==> stage by stage <==
stage	hold slack, ns	TNS, ns
3_5_place_dp	0.480	-1.31
3_3_place_gp	0.480	-1.31
6_report	0.480	-0.334
5_1_grt	0.480	-0.745
4_1_cts	0.480	-0.232
2_1_floorplan	0.522	0
==> worst max-delay path by stage <==
stage | end | start | slack (ns)
finish | DEAD_OUT | state[1]$_DFF_P_ | -0.09
global route | DEAD_OUT | state[1]$_DFF_P_ | -0.16
CTS | EN | state[1]$_DFF_P_ | -0.18
==> routing by layer <==
layer  routed length, um  vias to the layer above
met5                   0                        -
met4                  23                        0
met3                 171                        2
met2                 469                       14
met1                 349                      145
li1                    -                      166
No activity file was given, so power comes from the tool's default toggle rates.
